==> design.v <==
module MIPSALU (ctl, readData1, lowerIn, shamt, ALUresult, zero);
input [3:0] ctl;
input [31:0] readData1,lowerIn;
input [4:0] shamt;
output reg [31:0] ALUresult;
output zero;
assign zero = (ALUresult == 0);
always @ (ctl, readData1, lowerIn)
 case(ctl)
	0:ALUresult <= readData1 & lowerIn;		 
	1:ALUresult <= readData1 | lowerIn;		 
	2:ALUresult <= readData1 + lowerIn;		 
	6:ALUresult <= readData1 - lowerIn;		 
	7:ALUresult <= readData1 < lowerIn ? 1:0;	 
	14:ALUresult <= lowerIn >> shamt;		 
	default:ALUresult <= 0;
 endcase
endmodule
module ALUcontol (fn, ALUop, ctl);
input [2:0] ALUop;
input [5:0] fn;
output reg [3:0] ctl;
always @ (fn, ALUop)
 if (ALUop == 3'b000)
 begin
	ctl <= 2;
 end
 else if (ALUop == 3'b001)
 begin
	ctl <= 6;
 end
else if (ALUop == 3'b010)
 begin
   case(fn)
	32:ctl <= 2;	 
	34:ctl <= 6;	 
	36:ctl <= 0;	 
	37:ctl <= 1;	 
	42:ctl <= 7;	 
	0:ctl <= 14;	 
	default:ctl <= 0;
   endcase
 end
else if (ALUop == 3'b011)
 begin
	ctl <= 0;
 end
else if (ALUop == 3'b100)
 begin
	ctl <= 1;
 end
else if (ALUop == 3'b101)
 begin
	ctl <= 1;
 end
else
	ctl <= 1;
endmodule
module ALUMux (MUXout, readData2, in2, ALUSrc);
output [31:0] MUXout;
input [31:0] readData2, in2;
input ALUSrc;
assign  MUXout = (ALUSrc == 1'b0)? readData2:
		 (ALUSrc == 1'b1)? in2:
		1'bx;
endmodule
module testBench();
reg [31:0] readData1, lowerIn;
reg [2:0] ALUop;
reg [4:0] shamt;
reg [5:0] fn;
reg [31:0] readData2;
reg [31:0] in2;
reg ALUSrc;
wire [31:0] ALUresult;
wire [3:0] ctl;
wire zero;
wire [31:0] MUXout;
initial 
begin
$monitor ("readData1 = %d, lowerIn = %d, ALUop = %d, fn = %d, ctl= %b, zero = %b, ALUresult = %d", readData1, MUXout, ALUop, fn, ctl, zero, ALUresult);
ALUop = 3'b010;
fn =32;
readData1=34;
readData2=47;
in2=55;
ALUSrc=1;
#5
ALUop = 3'b010;
fn =34;
readData1=44;
readData2=18;
in2=55;
ALUSrc=1;
#5
ALUop = 3'b010;
fn =36;
readData1=4515;
readData2=777;
in2=55;
ALUSrc=1;
#5
ALUop = 3'b010;
fn =37;
readData1=80;
readData2=2;
in2=55;
ALUSrc=1;
#5
ALUop = 3'b010;
fn =42;
readData1=9584;
readData2=1888;
in2=55;
ALUSrc=1;
#5
ALUop = 3'b000;
fn =34;
readData1=44;
readData2=18;
in2=55;
ALUSrc=1;
#5
ALUop = 3'b001;
fn =34;
readData1=44;
readData2=18;
in2=55;
ALUSrc=1;
#5
ALUop = 3'b011;
fn =34;
readData1=44;
readData2=18;
in2=55;
ALUSrc=1;
#5
ALUop = 3'b100;
fn =34;
readData1=44;
readData2=18;
in2=55;
ALUSrc=1;
#5
ALUop = 3'b101;
fn =34;
readData1=44;
readData2=18;
in2=55;
ALUSrc=1;
end
MIPSALU m1 (ctl, readData1, MUXout, shamt, ALUresult, zero);
ALUcontol c1 (fn, ALUop, ctl);
ALUMux mux1(MUXout, readData2, in2, ALUSrc);
endmodule
==> run.sh <==
#!/bin/bash
# OpenROAD 26Q1-2900-gdf79404cd8, Yosys 0.63+post, stock flow scripts
make -C /OpenROAD-flow-scripts/flow DESIGN_CONFIG=/design/flow/config.mk WORK_HOME=/design/flow/orfs finish
==> config.mk <==
export PLATFORM = sky130hd
export DESIGN_NAME = MIPSALU
export DESIGN_NICKNAME = MIPSALU
export VERILOG_FILES = /design/flow/design.v
export SDC_FILE = /design/flow/constraint.sdc
export NUM_CORES = 4
export LEC_CHECK = 1
export CORE_UTILIZATION = 30
==> constraint.sdc <==
current_design MIPSALU

set clk_period 18.5
set clk_io_pct 0.2

create_clock -name clk0 -period $clk_period

set non_clock_inputs [all_inputs -no_clocks]
set_input_delay [expr $clk_period * $clk_io_pct] -clock clk0 $non_clock_inputs
set_output_delay [expr $clk_period * $clk_io_pct] -clock clk0 [all_outputs]
==> reports/metrics.cfg <==
[run_status]
status=finished clean

[floorplanning]
die_w_um=155
core_sq_um=22800
fp.dieH_um=155
die_area_sq_um=24000
fp_util_pct=30.8
core.rowCount=55
io-pin-count=106

[placed_design]
portBuffers=106
place.gp.congestion=1.01
place_hpwl_mm=25.1
post-place-ws_ns=5.25

[clock_tree]
post_cts_buffers=0
cts_resized=0
cts_hold_buf=0

[synthesis]
yosysTopAreaCell=ha_1
netlist_area_sq_um=7020
synth_cell_types=87
synth-simple-area-share_pct=22.1
area_leaders=ha_1 (18%), a21oi_1 (6.1%), mux4_2 (5.5%)
avgSynthCellArea_sq_um=6.78
ys_area_sq_um=7020
syn-instance-count=1035
ys_seq_share_pct=0
yosysCellCount=1035
ys_sh_aoi_pct=36.4
ys_sh_adder_pct=18.6
synthXorXnorAreaFrac_pct=2.62
synthDominantCellAreaShare_pct=18.0
ys_sh_mux_pct=10.9
topCombFamilyByArea=AND-OR/OR-AND gates
ys_warn_count=1

[timing]
hold_viol_final=0
relSlewSlack_pct=31.2
finalWorstSetupSlack_ns=5.11
final.setup.tns_ns=0
rsz0062_at_grt=no
setup_viol=0
finalCritPeriodShare_pct=72.4
max_freq_mhz=74.7
drv_slew=0
worst_slew_pin_slew_ns=1.02
min_period_ns=13.39

[cells_and_area]
seq_cells=0
area_growth_pct=17.7
layout-drive-gt1-share_pct=5.44
fill_cells=2422
clkbuf_count=0
final-seq-area_sq_um=0
fin_util_pct=36.3

[worst_setup_path]
cp.arrival_ns=9.69
critPathSlowestCell=a2111oi_1
critical_path_class=input port to output pin
max_stage_delay_ns=0.90
critPathLaunchType=input port
crit_fanout=11
critPathBufInv=4
cp_top_family=simple AND/OR/NAND/NOR gates
required_ns=14.80
endpoint_kind=output pin
cp.depth=15
cp_cell_sequence=clkdlybuf4s50_1 -> inv_1 -> ha_1 -> inv_2 -> a2111oi_1 -> a2111oi_1 -> o21ai_1 -> a211oi_1 -> or3_1 -> nor4_1 -> nand4b_1 -> or4_1 -> or4_1 -> nor4_2 -> clkdlybuf4s50_1

[routing]
drc_errors=0
wl_per_cell_um=22.2
dr_total_vias=8347
drt_first_pass_iters=7
antennaDiodeCount=0
finalWirelength_mm=31.0
first_iter_violations=852
via_per_inst=5.97
ant_nets=0

[global_route]
track_usage_pct=25.9
antenna_found_initial=0
grt_pass1_wl_mm=46.6
grt_pass1_vias=7611
grt-ovfl-total=0
grt_max_degree=56

[power_and_ir_drop]
post-layout-total-power_uw=249
irDropWorstVdd_mv=0.0112
leakage_uw=0.00349
p_per_area_nw_per_um2=30.1

[worst_hold_path]
holdPathStages=6
hp-class=input port to output pin

[job]
tool_warnings=101
max_cap_viol_count=0

[metrics by stage]
stage          hold slack [ns]  instances  area, sq um
3_5_place_dp              8.71       1397         8260
5_1_grt                   8.76       1397         8260
2_1_floorplan             7.53       1035         7020
6_report                  8.71       1397         8260
3_3_place_gp              8.72       1397         8260
4_1_cts                   8.73       1397         8260
[report_power, final]
part           switching [uW]  leakage, uW  internal (uW)
logic                     148      0.00349            101
registers                   0            0              0
clock network               0            0              0
[final timing paths]
path,slack (ns),startpoint,end
worst max-delay path,5.11,lowerIn[12],zero
worst min-delay path,8.71,ctl[0],ALUresult[24]
[cell usage after synthesis (all sizes together) (6+ instances only)]
master	count
o21bai	14
mux2i	12
o21ai	65
mux4	19
inv	97
nand2	81
and3	6
nor3	29
xnor2	17
a211o	11
mux2	18
a2111oi	7
nor2b	17
a21o	15
nand2b	15
a21oi	85
clkbuf	49
or3	9
o311ai	8
o31a	8
o211ai	14
or4	6
buf	20
nor2	98
o31ai	16
ha	101
o221ai	14
a211oi	30
nor4	14
a31oi	8
o22ai	22
nand3	22
[cell usage in the layout, fill, tap and decap left out, types with 29 or more instances in the layout]
| master | instances |
|---|---|
| clkdlybuf4s50_1 | 104 |
| ha_1 | 101 |
| nor2_1 | 98 |
| inv_1 | 95 |
| a21oi_1 | 85 |
| nand2_1 | 81 |
| o21ai_0 | 61 |
| a211oi_1 | 29 |
| nor3_1 | 29 |
[layout make-up]
| class | instances | area (sq um) | area share [%] |
|---|---|---|---|
| Tap cell | 313 | 392 | 4.74 |
| Inverter | 98 | 368 | 4.45 |
| Multi-Input combinational cell | 868 | 6360 | 77.0 |
| Timing Repair Buffer | 118 | 1140 | 13.8 |
[cells by family after synthesis]
| family | after synthesis |
|---|---|
| compound gates | 373 |
| simple gates | 322 |
| buf+inv | 167 |
| fa+ha+maj | 103 |
| mux | 49 |
| xor+xnor | 21 |
[routing by layer]
layer  part of all wire (%)  track usage, %  wire (um)  vias up
met5                      0               0          0        -
met4                    4.3            9.38       1340        0
met3                    8.2            3.80       2540       73
met2                     42            38.7      13100      392
met1                     45            38.0      14100     3921
li1                       -               -          -     3961
Power figures rest on the tool's default switching activity, not on a simulated workload.

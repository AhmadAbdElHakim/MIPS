==> flow/design.v <==
module PC(Out,In,clk);
input clk;
input [31:0]In;
output reg [31:0]Out;
always@(posedge clk)
begin
Out <= In;
end
endmodule
==> flow/run.sh <==
#!/bin/bash
# OpenROAD 26Q1-2900-gdf79404cd8, Yosys 0.63+post, stock flow scripts
make -C /OpenROAD-flow-scripts/flow DESIGN_CONFIG=/design/flow/config.mk WORK_HOME=/design/flow/orfs finish
==> flow/config.mk <==
export PLATFORM = sky130hd
export DESIGN_NAME = PC
export DESIGN_NICKNAME = PC
export VERILOG_FILES = /design/flow/design.v
export SDC_FILE = /design/flow/constraint.sdc
export NUM_CORES = 4
export LEC_CHECK = 1
export CORE_AREA = 10 10 80 80
export DIE_AREA = 0 0 90 90
==> flow/constraint.sdc <==
current_design PC

set clk_period 1.0
set clk_io_pct 0.2

create_clock -name clk0 -period $clk_period [get_ports {clk}]

set non_clock_inputs [all_inputs -no_clocks]
set_input_delay [expr $clk_period * $clk_io_pct] -clock clk0 $non_clock_inputs
set_output_delay [expr $clk_period * $clk_io_pct] -clock clk0 [all_outputs]
==> notes.md <==
impl run done, here's what came out: run status complete, no violations, first-pass GRT wire length 3020 µm, Peak VDD IR 0.729 mV, Top delay family on crit path flip-flops, max-cap violation count 0, mapped cell area 641 µm², CTS tree done, Hold Buf Count CTS 0, die width 90 µm, post-synthesis sequential area ratio 100%, CTS clk-pin slew, worst paths 0.06 ns, core area 0.00472 mm², fp util 13.6%, hold depth 1, largest net degree at the start of global routing 10, Inserted Clock Buffers 5, Lkg Pwr 0.581 nW, gr usage total 4.86%, Combinational Area 0 µm², Pwr per Cell Area 1800 mW/mm², setup bufs post-CTS 0, Yosys Chip Area 641 µm², vias per cell 2.89, crit path DRT 0.80 ns, largest reg by FF count Out, hold endpoint Out[3], total negative slack 0 ns, Synth Instances 32, fillers 481, routed via count 495, CP Depth 1, Log Warnings 25, final routed DRC violation total 0, drt total wl 2040 µm, Detail Route Antenna Nets 0, critical path type flop to output pin, fin. max-slew vios 0, clock sink count 32, crit-path max cell delay 0.31 ns, Chip Height 90 µm, ys cells 32, CP endpoint kind output pin, initial drt markers 2, final hold violation count 0, Synthesized registers 32, diode count 0, fin crit share 95.3%, number of detailed-route iterations in the first pass 2, CP Launch Type flop, Unique cell types 1, Worst EP arrival 0.75 ns, FP Rows 25, clock buffer depth 2, area grow syn2layout 119%, Avg Inst Size Synth 20.0 µm², RSZ-0062 raised after global routing false, vias in the first global route 553, hold crit path type input pin to flop, root buffer cell clkbuf_8, final setup vio count 0, antenna violations before repair 0, Die ar. 0.00810 mm², share of cells above drive strength 1 28.8%, actual slew at the worst max-slew pin 0.0613 ns, global placer's final weighted congestion 0.639, Core Util, Final 29.7%, biggest regs Out x32, Max Freq 1050 MHz, CP cell instances clkdlybuf4s15_1, port bufs 64, mean routed wirelength per cell 11.9 µm, Comb gates 0, Crit Path Max Fanout 1, minimum clock period 0.953 ns, Syn. warnings 1, GR Overflow Total 0, H-tree levels 2, max FFs per register 32, Max transition margin 95.9%, top-level port count 65, slowest stage cell, crit path dfxtp_2, crit path buf inv count 1, Hold Crit Start In[3]
report_power, final:
part           total [mW]  internal (mW)  switching, mW  leakage [nW]
Clock               0.971          0.560          0.411        0.0455
Combinational       0.194          0.169         0.0255         0.266
Sequential           1.36           1.35         0.0159         0.270
cells in the final DEF (no fill, tap or decap), drive strengths merged:
cell / netlist / final
clkdlybuf4s50: 0 / 32
dfxtp: 32 / 32
clkbuf: 0 / 21
clkdlybuf4s15: 0 / 19
worst max-delay path by stage:
stage	from	end	slack [ns]
CTS	Out[3]	Out[3]	0.01
global route	Out[0]	Out[0]	0.0009
finish	Out[15]	Out[15]	0.05
routing by layer:
layer  vias up  share of wire, %  global-route usage [%]
met5         -                 0                       0
met4         0               1.9                   0.796
met3         6                25                    6.12
met2        54                34                    6.05
met1       197                39                    5.03
li1        238                 -                       -
cell families (layout without fill, tap and decap cells):
group	Yosys count	count (layout)	share of synthesized area, %
flip-flops	32	32	100
buffers and inverters	0	72	0
synth_stat cells (all sizes together):
cell type,n,share of area (%)
dfxtp,32,100
what timing repair did:
item	4_1_cts	5_1_grt
gates resized	67	21
endpoints found under the hold margin	0	0
endpoints found under the setup margin	32	17
final cells by class:
cell class | instances | area [µm²] | share of cell area, %
clock buffers | 8 | 90.1 | 6.42
repair buffers | 64 | 576 | 41.0
flip-flops and latches | 32 | 654 | 46.6
well taps | 67 | 83.8 | 5.97
metrics by stage:
step / cell area, µm² / total power, mW / std cells / worst slack [ns] / hold WS (ns)
floorplan: 641 / 1.37 / 32 / 0.538 / 0.228
global placement: 1370 / 1.63 / 163 / 0.0290 / 0.650
detailed placement: 1370 / 1.63 / 163 / 0.0308 / 0.652
CTS: 1460 / 2.61 / 171 / 0.0107 / 0.341
global route: 1400 / 2.68 / 171 / 0.000867 / 0.332
finish: 1400 / 2.53 / 171 / 0.0467 / 0.359
No activity file was given, so power comes from the tool's default toggle rates.
